`/design/flow/run.sh`:
```
#!/bin/bash
# OpenROAD 26Q1-2900-gdf79404cd8, Yosys 0.63+post, stock flow scripts
make -C /OpenROAD-flow-scripts/flow DESIGN_CONFIG=/design/flow/config.mk WORK_HOME=/design/flow/orfs finish
```
`/design/flow/config.mk`:
```
export PLATFORM = sky130hd
export DESIGN_NAME = Mux4_1
export DESIGN_NICKNAME = Mux4_1
export VERILOG_FILES = /design/flow/design.v
export SDC_FILE = /design/flow/constraint.sdc
export NUM_CORES = 4
export LEC_CHECK = 1
export CORE_AREA = 10 10 96 96
export DIE_AREA = 0 0 106 106
```
`/design/flow/constraint.sdc`:
```
current_design Mux4_1

set clk_period 3.9
set clk_io_pct 0.2

create_clock -name clk0 -period $clk_period

set non_clock_inputs [all_inputs -no_clocks]
set_input_delay [expr $clk_period * $clk_io_pct] -clock clk0 $non_clock_inputs
set_output_delay [expr $clk_period * $clk_io_pct] -clock clk0 [all_outputs]
```
`/design/flow/design.v`:
```
`timescale 1ns / 1ps
module signextend1 (
    input [13:0] imm1,
    input en,
    output [31:0] extout
);
    assign extout = imm1[13] ? {18'b111111111111111111,imm1} : {18'd0,imm1};
endmodule
module signextend2 (
    input [27:0] imm2,
    input en,
    output [31:0] extout
);
    assign extout = imm2[27] ? {{2'b11,imm2},{2'b00}} : {{2'd0,imm2},2'b00}; 
endmodule
module signextend3 (
    input [8:0] shamt,
    input en,
    output [31:0] extout
);
    assign extout = shamt[8] ? {23'b11111111111111111111111,shamt} : {23'd0,shamt};
endmodule
module signextend4 (
    input [18:0] shamt1,
    input en,
    output [31:0] extout
);
    assign extout = shamt1[18] ? {11'b11111111111,shamt1,2'd0} : {11'd0,shamt1,2'd0};
endmodule
module pcselect (
    input [31:0] lmdo,npco,
    input select,
    output [31:0] pco
);
    assign pco = (select == 1'b1) ? lmdo : npco;
endmodule
module Mux2_1 (
    input [31:0] in1,
    input [31:0] in2,
    input sel,
    output [31:0] out
);
    assign out = sel ? in2 : in1;
endmodule
module Mux4_1 (
    input [31:0] in1,
    input [31:0] in2,
    input [31:0] in3,
    input [31:0] in4,
    input [1:0] sel,
    output [31:0] out
);
    assign out = (sel == 2'b00) ? in1 : (sel == 2'b01) ? in2 : (sel == 2'b10) ? in3 : in4;
endmodule
`timescale 1ns / 1ps
module incr (
    input [31:0] in,
    output [31:0] out
);
    assign out = in + 4;
endmodule
module conditionb (
    input [31:0] val,
    input [2:0] cond,
    output flag
);
    assign flag = (cond == 3'b000) ? 1'b0 : (cond == 3'b001) ? (val[31] ) ? 1'b1 : 1'b0 : (cond == 3'b010) ? (val[31] == 0) ? 1'b1 : 1'b0 : (cond == 3'b011) ? (val == 0 ) ? 1'b1 : 1'b0 : 1'b1;
endmodule
`timescale 1ns / 1ps
module controlunit (
    input clk,
    input en,
    input reset,
    input [31:0] ir,
    output reg pcre,pcwe,npcre,npcwe,regbwe,regbre1,regbre2,sgen,alumux1sel,alumux2sel,aluoutre,aluoutwe,Are,Awe,Bre,Bwe,dmemwe,lmdre,lmdwe,reginmuxsel,irwe,
    output reg [1:0] immmuxsel,
    output reg [3:0] alusel,
    output reg [2:0] cond,
    output reg [1:0] incdec,
    output reg swap,select
);
    reg [3:0] mainstate;
    reg [3:0] substate;
    reg [31:0] irst;
    initial begin
        mainstate = 4'b0000;
        substate = 4'b0000;
    end
    initial begin
        $dumpfile("controlunit.vcd");
        $dumpvars(0, controlunit);
    end
    always @(posedge clk) begin
        if(reset) mainstate <= 4'd0;
        else begin
        case (mainstate)
            4'd0: begin
                if(en) begin
                pcre <= 1;
                npcwe <= 1;
                irwe <= 1;
                mainstate <= 4'd1;
                end
            end 
            4'd1: begin
                pcre <= 1;
                npcwe <= 0;
                irwe <= 0;
                mainstate <= 4'd2;
                select <= 1'd0;
            end
            4'd2: begin
                irst <= ir;
                if(ir[31:28] == 4'b1000) mainstate <= 4'd4;
                else mainstate <= ir[31:28] + 3;
                pcre <= 0;
            end
            4'd3: begin
                case (substate)
                    4'd0: begin
                        regbwe <= 0;
                        regbre1 <= 1;
                        regbre2 <= 1;
                        substate <= 4'd1;
                        sgen <= 1'b1;
                        Awe <= 1;
                        Bwe <= 1;
                        immmuxsel <= 2'b10;
                    end 
                    4'd1: begin
                        regbre1 <= 0;
                        regbre2 <= 0;
                        substate <= 4'd2;
                        Awe <= 0;
                        Bwe <= 0;
                        Are <= 1;
                        Bre <= 1;
                        alumux1sel <= 0;
                        alumux2sel <= 0;
                        alusel <= irst[3:0];
                    end
                    4'd2: begin
                        substate <= 4'd3;
                        aluoutwe <= 1;
                    end
                    4'd3: begin
                        substate <= 4'd4;
                        aluoutwe <= 0;
                        aluoutre <= 1;
                        reginmuxsel <= 1;
                        cond <= 3'b000;
                        npcre <= 1;
                        pcwe <= 1;
                        regbwe <= 1;
                    end
                    4'd4: begin
                        substate <= 4'd0;
                        mainstate <= 4'd0;
                        aluoutre <= 0;
                        reginmuxsel <= 0;
                        cond <= 3'b000;
                        npcre <= 0;
                        pcwe <= 0;
                        regbwe <= 0;
                    end
                    default: 
                    substate <= 4'd0;
                endcase
            end
            4'd4: begin
                case (substate)
                    4'd0: begin
                        regbwe <= 0;
                        regbre1 <= 1;
                        regbre2 <= 0;
                        substate <= 4'd1;
                        sgen <= 1'b1;
                        Awe <= 1;
                        Bwe <= 0;
                        immmuxsel <= 2'b00;
                    end
                    4'd1: begin
                        regbre1 <= 0;
                        substate <= 4'd2;
                        Awe <= 0;
                        Are <= 1;
                        alumux1sel <= 0;
                        alumux2sel <= 1;
                        alusel <= irst[3:0];
                    end
                    4'd2: begin
                        substate <= 4'd3;
                        aluoutwe <= 1;
                    end
                    4'd3: begin
                        substate <= 4'd4;
                        aluoutwe <= 0;
                        aluoutre <= 1;
                        reginmuxsel <= 1;
                        cond <= 3'b000;
                        npcre <= 1;
                        pcwe <= 1;
                        regbwe <= 1;
                    end
                    4'd4: begin
                        substate <= 4'd0;
                        mainstate <= 4'd0;
                        aluoutre <= 0;
                        reginmuxsel <= 0;
                        cond <= 3'b000;
                        npcre <= 0;
                        pcwe <= 0;
                        regbwe <= 0;
                    end
                    default:
                    substate <= 4'd0;
                endcase
            end 
            4'd5 : begin
                case (substate)
                    4'd0: begin
                        regbwe <= 0;
                        regbre1 <= 1;
                        regbre2 <= 1;
                        substate <= 4'd1;
                        sgen <= 1'b1;
                        Awe <= 1;
                        Bwe <= 1;
                        immmuxsel <= 2'b00;
                    end
                    4'd1: begin
                        regbre1 <= 0;
                        regbre2 <= 0;
                        substate <= 4'd2;
                        Awe <= 0;
                        Are <= 1;
                        Bwe <= 0;
                        Bre <= 1;
                        alumux1sel <= 0;
                        alumux2sel <= 1;
                        alusel <= 4'd0;
                    end
                    4'd2: begin
                        substate <= 4'd3;
                        aluoutwe <= 1;
                    end
                    4'd3: begin
                        aluoutwe <= 0;
                        aluoutre <= 1;
                        cond <= 3'b000;
                        npcre <= 1;
                        pcwe <= 1;
                        if(irst[0]==0) begin
                            substate <= 4'd4;
                            lmdwe <= 1'b1;
                            lmdre <= 1'b1;
                            reginmuxsel <= 1'b0;
                        end
                        else begin
                            substate <= 4'd5;
                            dmemwe <= 1'b1;
                        end
                    end
                    4'd4: begin
                        lmdwe <= 1'b0;
                        regbwe <= 1'b1;
                        substate <= 4'd6;
                    end
                    4'd5: begin
                        dmemwe <= 1'b0;
                        regbwe <= 1'b0;
                        substate <= 4'd6;
                    end
                    4'd6: begin
                        substate <= 4'd0;
                        mainstate <= 4'd0;
                        aluoutre <= 0;
                        cond <= 3'b000;
                        npcre <= 0;
                        pcwe <= 0;
                        regbwe <= 0;
                    end
                    default:
                    substate <= 4'd0;
                endcase
            end
            4'd6 : begin
                case (substate)
                    4'd0: begin
                        sgen <= 1'b1;
                        regbwe <= 0;
                        immmuxsel <= 2'b01;
                        substate <= 4'd1;
                        npcre <= 1'b1;
                        alumux1sel <= 1'b1;
                        alumux2sel <= 1'b1;
                        alusel <= 4'd0;
                        aluoutwe <= 1'b1;
                    end 
                    4'd1: begin
                        substate <= 4'd2;
                        aluoutwe <= 0;
                        aluoutre <= 1'b1;
                        cond <= 3'b100;
                        pcwe <= 1'b1;
                        regbwe <= 1'b0;
                    end
                    4'd2: begin
                        substate <= 4'd0;
                        aluoutre <= 0;
                        cond <= 3'b000;
                        npcre <= 0;
                        pcwe <= 0;
                        regbwe <= 0;
                        mainstate <= 4'd0;
                    end
                    default: 
                    substate <= 4'd0;
                endcase
            end
            4'd7: begin
                case (substate)
                    4'd0: begin
                        regbwe <= 0;
                        regbre1 <= 1;
                        regbre2 <= 0;
                        substate <= 4'd1;
                        sgen <= 1'b1;
                        Awe <= 1;
                        Bwe <= 0;
                        immmuxsel <= 2'b11;
                    end
                    4'd1: begin
                        regbre1 <= 0;
                        substate <= 4'd2;
                        npcre <= 1'b1;
                        Awe <= 0;
                        Are <= 1;
                        alumux1sel <= 1;
                        alumux2sel <= 1;
                        alusel <= 4'd0;
                        aluoutwe <= 1'b1;
                        cond <= irst[2:0] + 1;
                    end
                    4'd2: begin
                        substate <= 4'd3;
                        aluoutwe <= 0;
                        aluoutre <= 1'b1;
                        pcwe <= 1'b1;
                        regbwe <= 1'b0;
                    end
                    4'd3: begin
                        substate <= 4'd0;
                        aluoutre <= 0;
                        cond <= 3'b000;
                        npcre <= 0;
                        pcwe <= 0;
                        regbwe <= 0;
                        mainstate <= 4'd0;
                    end
                    default: 
                    substate <= 4'd0;
                endcase
            end
            4'd8: begin
                case (substate)
                    4'd0: begin
                        regbwe <= 0;
                        regbre1 <= 0;
                        regbre2 <= 1;
                        Awe <= 0;
                        Bwe <= 1;
                        if(irst[0] == 1'b0) begin
                        incdec <= 2'b10;
                        substate <= 4'd1;
                        end
                        else begin
                        incdec <= 2'b01;
                        substate <= 4'd2;
                        end
                    end
                    4'd1: begin
                        regbre2 <= 0;
                        substate <= 4'd3;
                        Are <= 1;
                        aluoutwe <= 1'b0;
                        regbre1 <= 1'b1;
                        Awe <= 1'b1;
                        alumux1sel <= 1'b0;
                        alusel <= 4'b1001;
                        incdec <= 2'b00;
                        Bwe <= 1'b0;
                    end
                    4'd3: begin
                        regbre2 <= 0;
                        substate <= 4'd4;
                        Are <= 1;
                        aluoutwe <= 1'b1;
                        regbre1 <= 1'b0;
                        Awe <= 1'b0;
                    end
                    4'd4: begin
                        substate <= 4'd5;
                        aluoutre <= 1'b1;
                        Bre <= 1;
                        dmemwe <= 1'b1;
                        npcre <= 1'b1;
                        pcwe <= 1'b1;
                        cond <= 3'b000;
                    end
                    4'd5: begin
                        substate <= 4'd0;
                        mainstate <= 4'd0;
                        aluoutre <= 0;
                        dmemwe <= 1'b0;
                        npcre <= 0;
                        pcwe <= 0;
                        cond <= 3'b000;
                    end
                    4'd2: begin
                        regbre2 <= 0;
                        substate <= 4'd6;
                        Are <= 1;
                        aluoutwe <= 1'b0;
                        regbre1 <= 1'b1;
                        Awe <= 1'b1;
                        alumux1sel <= 1'b0;
                        alusel <= 4'b1011;
                        incdec <= 2'b00;
                    end
                    4'd6: begin
                        regbre2 <= 0;
                        substate <= 4'd7;
                        Are <= 1;
                        aluoutwe <= 1'b1;
                        regbre1 <= 1'b0;
                        Awe <= 1'b0;
                    end
                    4'd7: begin
                        substate <= 4'd8;
                        aluoutre <= 1'b1;
                        Bre <= 0;
                        npcre <= 1'b1;
                        pcwe <= 1'b1;
                        cond <= 3'b000;
                        lmdwe <= 1'b1;
                    end
                    4'd8: begin
                        substate <= 4'd9;
                        aluoutre <= 0;
                        npcre <= 0;
                        pcwe <= 0;
                        cond <= 3'b000;
                        lmdwe <= 1'b0;
                        lmdre <= 1'b1;
                        reginmuxsel <= 1'b0;
                        regbwe <= 1'b1;
                    end
                    4'd9: begin
                        substate <= 4'd0;
                        mainstate <= 4'd0;
                        lmdre <= 1'b0;
                        reginmuxsel <= 1'b0;
                        regbwe <= 1'b0;
                        cond <= 3'b000;
                        npcre <= 0;
                        pcwe <= 0;
                        Bwe <= 0;
                    end
                    default: 
                    substate <= 4'd0;
                endcase
            end
            4'd9: begin
                case (substate)
                    4'd0: begin
                        incdec <= 2'b00;
                        regbwe <= 0;
                        substate <= 4'd1;
                        sgen <= 1'b1;
                        npcre <= 1'b1;
                    end 
                    4'd1: begin
                        substate <= 4'd2;
                        regbre2 <= 1'b1;
                        Awe <= 1;
                        Bwe <= 1;
                        alumux1sel <= 1'b1;
                        alusel <= 4'b1011;
                        Are <= 1'b1;
                        Bre <= 1'b1;
                        incdec <= 2'b00;
                    end
                    4'd2: begin
                        substate <= 4'd3;
                        aluoutwe <= 1'b1;
                        aluoutre <= 1'b1;
                        regbre1 <= 1'b0;
                        Awe <= 1'b0;
                        Bwe <= 1'b0;
                    end
                    4'd3: begin
                        substate <= 4'd4;
                        aluoutwe <= 1'b0;
                        aluoutre <= 1'b1;
                        swap <= 1'b1;
                        dmemwe <= 1'b1;
                    end
                    4'd4: begin
                        substate <= 4'd5;
                        aluoutre <= 1;
                        dmemwe <= 1'b1;
                        swap <= 1'b1;
                        npcre <= 1'b1;
                        pcwe <= 1'b0;
                        cond <= 3'b000;
                    end
                    4'd5: begin
                        swap <= 0;
                        dmemwe <= 0;
                        substate <= 4'd6;
                        npcre <= 1'b1;
                        cond <= 3'b000;
                        sgen <= 1'b1;
                        immmuxsel <= 2'b01;
                        alumux1sel <= 1'b1;
                        alumux2sel <= 1'b1;
                        alusel <= 4'b0000;
                        aluoutwe <= 1'b1;
                        aluoutre <= 1'b1;
                        incdec <= 2'b10;
                    end
                    4'd6: begin
                        substate <= 4'd7;
                        aluoutwe <= 1'b0;
                        aluoutre <= 1'b1;
                        Awe <= 1'b0;
                        Bwe <= 1'b0;
                        cond <= 3'b100;
                        regbwe <= 1'b0;
                        pcwe <= 1'b1;
                        incdec <= 2'b00;
                    end
                    4'd7: begin
                        substate <= 4'd0;
                        aluoutre <= 0;
                        cond <= 3'b000;
                        npcre <= 0;
                        pcwe <= 0;
                        regbwe <= 0;
                        mainstate <= 4'd0;
                    end
                    default:
                    substate <= 4'd0; 
                endcase
            end
            4'd10: begin
                case (substate)
                    4'd0: begin
                        substate <= 4'd1;
                        regbre1 <= 1'b1;
                        Awe <= 1'b1;
                        Are <= 1'b1;
                        alumux1sel <= 1'b0;
                        alusel <= 4'b1001;
                        incdec <= 2'b00;
                    end
                    4'd1: begin
                        substate <= 4'd2;
                        aluoutwe <= 1'b1;
                        aluoutre <= 1'b1;
                        regbre1 <= 1'b0;
                        Awe <= 1'b0;
                        incdec <= 2'b01;
                    end
                    4'd2: begin
                        substate <= 4'd3;
                        aluoutwe <= 1'b0;
                        aluoutre <= 1'b1;
                        regbre2 <= 1'b0;
                        Bwe <= 1'b0;
                        Bre <= 1'b0;
                        incdec <= 2'b00;
                        lmdwe <= 1'b1;
                    end
                    4'd3: begin
                        substate <= 4'd4;
                        aluoutre <= 0;
                        lmdwe <= 1'b0;
                        lmdre <= 1'b1;
                        reginmuxsel <= 1'b0;
                        regbwe <= 1'b0;
                        select <= 1'b1;
                        cond <= 3'b000;
                        npcre <= 1'b1;
                        pcwe <= 1'b1;
                    end
                    4'd4: begin
                        substate <= 4'd0;
                        mainstate <= 4'd0;
                        lmdre <= 1'b0;
                        select <= 1'b0;
                        pcwe <= 0;
                    end
                    default: 
                    substate <= 4'd0;
                endcase
            end
            4'd12: begin
                mainstate <= mainstate;
            end
            4'd13: begin
                case (substate)
                    4'd0: begin
                        cond <= 3'b000;
                        npcre <= 1'b1;
                        pcwe <= 1'b1;
                        substate <= 4'd1;
                    end 
                    4'd1: begin
                        substate <= 0;
                        mainstate <= 0;
                        npcre <= 0;
                        pcwe <= 0;
                    end
                    default: 
                    substate <= 4'd0;
                endcase
            end
        endcase
    end
    end
endmodule
`timescale 1ns / 1ps
module topmodule (
    input clk,
    input en,reset,
    output [31:0] dpout
);
    wire pcre,pcwe,npcre,npcwe,regbwe,regbre1,regbre2,sgen,alumux1sel,alumux2sel,aluoutre,aluoutwe,Are,Awe,Bre,Bwe,dmemwe,lmdre,lmdwe,reginmuxsel,swap,select;
    wire [1:0] immmuxsel,incdec;
    wire [3:0] alusel;
    wire [2:0] cond;
    wire [31:0] ir;
    controlunit cu(clk,en,reset,ir,pcre,pcwe,npcre,npcwe,regbwe,regbre1,regbre2,sgen,alumux1sel,alumux2sel,aluoutre,aluoutwe,Are,Awe,Bre,Bwe,dmemwe,lmdre,lmdwe,reginmuxsel,irwe,immmuxsel,alusel,cond,incdec,swap,select);
    datapath dp(clk,pcre,pcwe,npcre,npcwe,regbwe,regbre1,regbre2,sgen,alumux1sel,alumux2sel,aluoutre,aluoutwe,Are,Awe,Bre,Bwe,dmemwe,lmdre,lmdwe,reginmuxsel,irwe,immmuxsel,cond,alusel,ir,incdec,swap,select);
    assign dpout = ir;
    initial begin
        $dumpfile("topmodule.vcd");
        $dumpvars(0, topmodule);
    end
endmodule
```
==> job_summary.md <==
### Flow metrics

| Metric | Value |
|---|---|
| Status | finished clean |
| Chip area line of the yosys report | 815 sq um |
| Dpl cells | 295 |
| # Cells Yosys | 39 |
| Crit path required time | 3120 ps |
| Internal Power | 0.220 mW |
| Chip Width | 106 microns |
| Top area cell types | mux4_2 83%, buf_12 7.4%, mux4_1 6.5%, buf_2 1.8%, buf_6 1.4% |
| Worst-Margin Slew | 420 ps |
| Synth top cell by count | mux4_2 |
| Mean routed wirelength per cell | 22.8 microns |
| Area leader, netlist | mux4_2 |
| Combinational power share | 1.000 |
| First-pass GRT wire length | 9760 microns |
| Startpoint types | input pin |
| Critical path peak fanout | 32 |
| # DRC | 0 |
| Die Size | 0.0112 sq mm |
| Period utilisation layout | 0.827 |
| Die height | 106 microns |
| Resized cells post-CTS | 0 |
| Hold buffer count at cts | 0 |
| Top logic family | multiplexers |
| Setup_tns | 0 ps |
| Total number of vias | 1219 |
| Clock share of power | 0 |
| Fp_density | 0.113 |
| Placeable Area | 0.00721 sq mm |
| Vias per inst | 4.12 |
| Register area share after synthesis | 0 |
| DRT Pass-1 Iters | 4 |
| Flops | 0 |
| Storage element area | 0 sq um |
| Ports | 162 |
| Placement row count | 31 |
| Fmax | 0.310 GHz |
| Initial antenna violation count | 2 |
| Area Growth Syn to Fin | 207% |
| PD cells | 111 mW/mm^2 |
| Final core occ | 0.346 |
| Global-route usage over all layers | 0.116 |
| Mux area share | 0.894 |
| Grt total ovfl | 0 |
| Hold Crit Class | in2out |
| Final instance area | 0.00250 sq mm |
| Min cycle time layout | 3230 ps |
| Vias in the first global route | 1521 |
| Dpl hpwl | 6290 microns |
| Arrival time worst endpoint | 2450 ps |
| Peak supply drop | 0.0000529 V |
| Layout cell share with drive strength beyond 1 | 0.168 |
| Unrepaired setup endpoints after global routing | false |
| Adder-Cell Fraction of Synth Area | 0 |
| Synth Area in Compound Gates | 0 |
| Max_cap viols | 0 |
| Drt total wl | 6750 microns |
| Slew Limit Fails | 0 |
| CP endpoint kind | primary output |
| OpenROAD warning count | 32 |
| XOR Share, Synth | 0 |
| Max-area cell share | 0.829 |
| Kind of critical path | in2out |
| Endpoints failing hold | 0 |
| Port bufs | 162 |
| P_sw | 0.0571 mW |
| Avg Cell Area, Syn | 20.9 sq um |
| Warnings, synthesis | 0 |
| Post-Synthesis Cell Area | 815 sq um |
| Leak pwr | 0.860 nW |
| Setup Buffers After CTS | 0 |
| Finished Layout Cells | 296 |
| Routability cong. | 0.799 |
| Synth Area in Simple Gates | 0 |
| Pwr Total | 0.277 mW |
| DP Area | 0.00250 sq mm |
| Number of DRC markers in iteration 0 | 14 |
| Post-Synthesis Cells | 39 |
| Sequential Power Share | 0 |
| Count of final setup violators | 0 |
| Count of different cell masters after synthesis | 5 |
| Switching Share | 0.206 |
| Largest net degree at the start of global routing | 33 |
| CLK BUF | 0 |
| Synth cell count leaders | 30 x mux4_2, 3 x buf_12, 3 x buf_2 |
| Remaining antenna violation count | 0 |
| Max-slew headroom | 0.720 |
-- final timing paths --
path    from       to  slack (ps)  depth (start not counted)
max   sel[1]  out[26]         670                          4
min   sel[0]  out[27]        2620                          3
-- routing by layer --
metal  vias up  part of all wire  global-route usage
met1       561              0.40               0.145
met5         -            0.0019                   0
li1        524                 -                   -
met2       128              0.43               0.180
met3         4              0.16              0.0661
met4         2            0.0098             0.00967
-- placed cells by master (no fill, tap or decap) --
master / instances
diode_2: 1
buf_2: 1
mux4_2: 30
buf_4: 1
mux4_1: 2
clkdlybuf4s50_1: 161
buf_12: 1
-- stage by stage --
step / hold slack [ps] / worst slack [ps]
global route: 2670 / 572
finish: 2620 / 674
floorplan: 1650 / 1620
CTS: 2630 / 660
global placement: 2630 / 653
detailed placement: 2630 / 660
-- worst max-delay path: stages --
cell and delay [ps]:
clkdlybuf4s50_1 450, buf_4 370, mux4_2 380, clkdlybuf4s50_1 450
-- power by group through the flow --
stage     registers (mW)  clock network (mW)  logic [mW]
5_1_grt                0                   0       0.297
4_1_cts                0                   0       0.282
6_report               0        0.0000000343       0.277
-- layout make-up --
class / instances / area [sq um]
fill: 744 / 4720
tap: 99 / 124
antenna: 1 / 2.50
multi-input combinational: 32 / 728
timing repair buffer: 164 / 1640
-- logic make-up (layout without fill, tap and decap cells) --
logic type             count (synthesis)  after routing
multiplexers                          32             32
buffers and inverters                  7            164
other                                  0              1
Power is estimated from default activity; no workload was simulated.
