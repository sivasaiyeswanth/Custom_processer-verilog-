## /design/flow/run.sh

```bash
#!/bin/bash
# OpenROAD 26Q1-2900-gdf79404cd8, Yosys 0.63+post, stock flow scripts
make -C /OpenROAD-flow-scripts/flow DESIGN_CONFIG=/design/flow/config.mk WORK_HOME=/design/flow/orfs finish
```

## /design/flow/config.mk

```make
export PLATFORM = sky130hd
export DESIGN_NAME = regBank
export DESIGN_NICKNAME = regBank
export VERILOG_FILES = /design/flow/design.v
export SDC_FILE = /design/flow/constraint.sdc
export NUM_CORES = 4
export LEC_CHECK = 1
export CORE_UTILIZATION = 50
```

## /design/flow/constraint.sdc

```tcl
current_design regBank

set clk_period 16.3
set clk_io_pct 0.2

create_clock -name clk0 -period $clk_period [get_ports {clk}]

set non_clock_inputs [all_inputs -no_clocks]
set_input_delay [expr $clk_period * $clk_io_pct] -clock clk0 $non_clock_inputs
set_output_delay [expr $clk_period * $clk_io_pct] -clock clk0 [all_outputs]
```

## /design/flow/design.v

```verilog
module regBank (
    input clk,
    input [4:0] rd1,
    input [4:0] rd2,
    input [4:0] wr,
    input [31:0] data_in,
    input we,
    input re1,
    input re2,
    output [31:0] data_out1,
    output [31:0] data_out2,
    input [1:0] incdec
    );
    reg [31:0] regi [0:16];
    reg [31:0] temp;
    initial begin
        regi[5'd0] <= 32'd0;
        regi[5'd16] <= 32'd900;
        temp <= 32'bz;
    end
    always @(posedge clk) begin
        if(we) begin
            if(wr != 5'd0) regi[wr] <= data_in;
        end
        if(incdec == 2'b01) begin
            regi[5'd16] <= regi[5'd16] + 32'd4;
        end
        else if(incdec == 2'b10) begin
            regi[5'd16] <= regi[5'd16] - 32'd4;
        end
    end
    assign data_out1 = re1 ? regi[rd1] : temp;
    assign data_out2 = re2 ? regi[rd2] : temp;
    initial begin
        $dumpfile("regBank.vcd");
        $dumpvars(0, regBank);
    end
endmodule
module CheckReg (
    input clk,
    input re,
    input we,
    input [31:0] data_in,
    output [31:0] data_out
);
    reg [31:0] data;
    reg [31:0] temp;
    initial begin
        data <= 32'b0;
        temp <= 32'bz;
    end
    always @(posedge clk) begin
        if(we) data <= data_in;
    end
    assign data_out = re ? data : temp;
endmodule
module regdecoder (
    input [31:0] ir,
    output [4:0] rd1,
    output [4:0] rd2,
    output [4:0] wr
);
    assign rd1 = (ir[31:28] == 4'b0101 || ir[31:28] == 4'b0111)?5'b10000:ir[27:23];
    assign rd2 = (ir[31:28] == 4'b0110)?5'd16:(ir[31:28] == 4'b0101)?ir[27:23]:ir[22:18];
    assign wr = (ir[31:28] == 0) ? ir[17:13] : (ir[31:28] == 4'b0101)?ir[27:23]:ir[22:18];
endmodule
```

==> summary.txt <==
run results: Post-synth top flop=edfxtp_1, die height=235 um, max reg flops=544, Max transition margin=0.364, WL per Instance=30.0 um, Log Warnings=28, total gr overflow=0, Area growth, synth to finish=13.7%, IO Port Bufs=114, Fin Setup TNS=0 ns, IO Count=117, CP Capture Type=primary output, biggest regs=regi x544, DRC=0, Row Count=85, M1 WL=23.1 mm, Core ar.=53700 um2, DP HPWL=38.9 mm, Worst Min Path Start=regi[16][2], leakage=9.65 nW, # setup viols final=0, Synth async-reset ratio=0, Starting DRT DRC Count=852, Post-DP Area=29000 um2, YS chip area=27200 um2, DR vias=14800, pre-CTS setup slack=6.10 ns, Detail Route met2 WL=32.0 mm, ratio of cells with drive above 1 in the final layout=0.341, ant diodes=0, cells in synth_stat.txt=1419, maxcap violations=0, Worst Slack Setup Final=6.21 ns, GRT Util Overall=0.289, worst reg2reg path depth=10, Top reg by flops=regi, fin cells=2290, first-pass GRT wire length=103 mm, post-route cell area=30900 um2, final core occ=0.575, Max VDD drop=0.0864 mV, largest net degree at the start of global routing=47, Die Wd=235 um, CP Data Arrival Time=6.83 ns, Ys Warns=5, hold_buf cts=0, Mean Syn Cell Area=19.1 um2, PD cells=107 nW/um2, Placed Cells=2181, DR pass1 iterations=5, unrepaired setup endpoints after global routing=no, CTS root buf=clkbuf_16, CP Data Required Time=13.04 ns, total wire length=68.6 mm, vias per cell=6.47, hold-critical path endpoint=regi[16][2], Hold Vio Cnt, Final=0, initial antenna violation count=1, DIE AREA=55200 um2, cell area after synthesis=27200 um2, Clock transition at path regs=0.06 ns, Final min period=10.09 ns, TritonCTS clock tree=built, gp weighted congestion=0.843, crit start category=primary input, Worst-Skew Late Latency=0.62 ns, post-CTS sizing=0, uppermost routed layer=met5, hold crit path type=flip-flop to flip-flop, Max Clock Skew=0.0155 ns, critical path class=primary input to primary output, Post-Synthesis Cells=1419, cycle use final=0.619, FP Util=0.506, Hold Path Depth=1, Post-DRT Antenna Nets=0, status=completed, # H-tree levels=2, vias in the first global route=16500, worst flop-to-flop path endpoint=regi[16][28], cts bufs inserted=58, Slew @ Worst Pin=0.951 ns, WHS=0.902 ns, Clock Path Buffers=3, synthesis-stage register bit count=544, Post-synth seq share=0.602, met3 WL post-DR=12.0 mm, total power=3.30 mW, Clock Sinks=544, Unique masters post-synth=67, flop-to-flop setup slack=13.17 ns, fmax=0.0991 GHz, Pins Over Slew Limit=0, critical path peak fanout=37, post-CTS setup buffer count=0, Post-synth EDFFs=544, reg2reg start=regi[16][3]
==> power breakdown <==
group | switching (mW) | leakage [nW] | internal, mW
Clock | 0.526 | 0.903 | 0.739
Combinational | 0.176 | 3.79 | 0.218
Sequential | 0.0552 | 4.96 | 1.58
==> cells in the final DEF, fill, tap and decap left out, drive strengths merged, types with 3 or more instances in the layout <==
| master | n |
|---|---|
| a21oi | 25 |
| mux2 | 64 |
| xor2 | 13 |
| a2bb2oi | 5 |
| a31oi | 6 |
| inv | 8 |
| o22ai | 17 |
| nand4 | 7 |
| o2bb2ai | 4 |
| clkbuf | 75 |
| a21o | 3 |
| nand2 | 57 |
| o31ai | 5 |
| o211ai | 4 |
| mux4 | 320 |
| clkdlybuf4s50 | 104 |
| or3b | 3 |
| and3 | 5 |
| nor2 | 37 |
| nor2b | 8 |
| xnor2 | 39 |
| conb | 32 |
| or3 | 17 |
| o21ai | 40 |
| nand2b | 5 |
| o31a | 4 |
| bufinv | 4 |
| nor4 | 3 |
| buf | 51 |
| clkinv | 32 |
| edfxtp | 544 |
| nand3 | 7 |
| nor3 | 15 |
| ha | 3 |
==> per-layer routing <==
layer / vias to the layer above / track usage
met3: 99 / 0.220
li1: 6298 / -
met4: 8 / 0.0455
met5: - / 0.0182
met1: 7438 / 0.408
met2: 977 / 0.398
==> kinds of logic after synthesis <==
| kind of cell | share of synthesized area |
|---|---|
| compound gates | 0.0316 |
| xor+xnor | 0.0168 |
| fa+ha+maj | 0.00138 |
| buf+inv | 0.0250 |
| flops | 0.602 |
| mux | 0.292 |
| other cells | 0.000138 |
| simple gates | 0.0317 |
==> synth_stat cells (2+ instances only) <==
master,instances,area (um2)
mux4_2,320,7210
nand3_1,7,35.0
clkbuf_8,12,165
edfxtp_1,544,16300
a21oi_1,25,125
xnor2_1,39,342
ha_1,3,37.5
o32ai_1,2,17.5
buf_1,9,33.8
nand4_1,7,43.8
nand2_1,57,214
nor2_1,37,139
buf_2,32,160
xor2_1,13,114
nor3_1,15,75.1
o31a_1,3,26.3
mux2_2,64,721
o21ai_0,26,130
buf_6,3,33.8
and3_1,4,25.0
buf_4,2,15.0
a32o_1,2,20.0
nor4_1,3,18.8
nand2b_1,5,31.3
clkbuf_1,64,240
o2bb2ai_1,4,35.0
o21ai_1,13,65.1
o31ai_1,5,37.5
a31oi_1,5,31.3
a2bb2oi_1,5,43.8
a21o_1,3,22.5
nor2b_1,8,50.1
or3_1,15,93.8
o211ai_1,4,30.0
o22ai_1,17,106
inv_1,7,26.3
or3b_1,3,26.3
nand3b_1,2,15.0
nand4b_1,2,17.5
==> worst max path at each step <==
| stage | start | to | slack, ns | cells past startpoint |
|---|---|---|---|---|
| finish | rd1[0] | data_out1[14] | 6.21 | 7 |
| global route | rd1[0] | data_out1[14] | 5.91 | 7 |
| CTS | rd1[0] | data_out1[14] | 6.08 | 7 |
==> area by class of cell <==
cell class / count / area [um2]
inverters: 8 / 30.0
fillers: 3919 / 22800
multi-input cells: 776 / 10400
clock buffers: 73 / 1570
clock inverters: 36 / 256
flip-flops and latches: 544 / 16300
repair buffers: 157 / 1440
well taps: 696 / 871
==> critical path, cell delays in order <==
cell,delay [ns]
clkbuf_8,0.40
buf_4,0.61
buf_4,0.70
mux4_2,0.60
mux4_2,0.48
mux2_2,0.30
clkdlybuf4s50_1,0.42
Power figures rest on the tool's default switching activity, not on a simulated workload.
