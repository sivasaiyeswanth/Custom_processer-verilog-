==> design/flow/design.v <==
`timescale 1ns / 1ps
module instrMem(input [31:0] addr,output [31:0] dat_out);
    reg [7:0] mem [0:1500];
    initial begin
        mem[0] = 8'b00010000;
        mem[1] = 8'b00000100;
        mem[2] = 8'b00000000;
        mem[3] = 8'b00010000;
        mem[4] = 8'b00000000;
        mem[5] = 8'b10000100;
        mem[6] = 8'b01000000;
        mem[7] = 8'b00000000;
        mem[8] = 8'b00100000;
        mem[9] = 8'b10001000;
        mem[10] = 8'b00000000;
        mem[11] = 8'b01100001;
        mem[12] = 8'b00100000;
        mem[13] = 8'b10001100;
        mem[14] = 8'b00000000;
        mem[15] = 8'b01100000;
        mem[16] = 8'b01100000;
        mem[17] = 8'b00000000;
        mem[18] = 8'b00000000;
        mem[19] = 8'b00000001;
        mem[20] = 8'b00110000;
        mem[21] = 8'b00000000;
        mem[22] = 8'b00000000;
        mem[23] = 8'b00000100;
        mem[24] = 8'b10000001;
        mem[25] = 8'b00010000;
        mem[26] = 8'b00000000;
        mem[27] = 8'b00000000;
        mem[28] = 8'b01010010;
        mem[29] = 8'b00000000;
        mem[30] = 8'b00000000;
        mem[31] = 8'b00000000;
        mem[32] = 8'b01010010;
        mem[33] = 8'b10000000;
        mem[34] = 8'b00000000;
        mem[35] = 8'b00000001;
        mem[36] = 8'b01110000;
        mem[37] = 8'b00000000;
        mem[38] = 8'b00000000;
        mem[39] = 8'b00000000;
        mem[40] = 8'b10100001;
        mem[41] = 8'b00011000;
        mem[42] = 8'b00000000;
        mem[43] = 8'b00000000;
        mem[44] = 8'b10000001;
        mem[45] = 8'b00011000;
        mem[46] = 8'b00000000;
        mem[47] = 8'b00000000;
    end
    assign dat_out = {mem[addr],mem[addr+1],mem[addr+2],mem[addr+3]};
endmodule
==> design/flow/run.sh <==
#!/bin/bash
# OpenROAD 26Q1-2900-gdf79404cd8, Yosys 0.63+post, stock flow scripts
make -C /OpenROAD-flow-scripts/flow DESIGN_CONFIG=/design/flow/config.mk WORK_HOME=/design/flow/orfs finish
==> design/flow/config.mk <==
export PLATFORM = sky130hd
export DESIGN_NAME = instrMem
export DESIGN_NICKNAME = instrMem
export VERILOG_FILES = /design/flow/design.v
export SDC_FILE = /design/flow/constraint.sdc
export NUM_CORES = 4
export LEC_CHECK = 1
export CORE_AREA = 10 10 110 110
export DIE_AREA = 0 0 120 120
export SYNTH_MEMORY_MAX_BITS = 65536
==> design/flow/constraint.sdc <==
current_design instrMem

set clk_period 2.2
set clk_io_pct 0.2

create_clock -name clk0 -period $clk_period

set non_clock_inputs [all_inputs -no_clocks]
set_input_delay [expr $clk_period * $clk_io_pct] -clock clk0 $non_clock_inputs
set_output_delay [expr $clk_period * $clk_io_pct] -clock clk0 [all_outputs]
==> results_dict.tcl <==
# implementation run metrics
set metrics [dict create \
    top_cell_area_share 0.111 \
    drt_iter0_markers 173 \
    most_common_cell "nand2_1" \
    critPathArrivalTime_ns 2.02 \
    grt_antenna_before_repair 0 \
    rsz0062_at_grt "yes" \
    p_switching_uw 463 \
    setup_viol 19 \
    drtPass1Iterations 4 \
    dp_hpwl_mm 4.88 \
    layout-drive-gt1-share 0.723 \
    worst-setup-path-type "in2out" \
    top_cells_by_count "nand2_1 (29), nor2_1 (19), ha_1 (15), o21ai_0 (14)" \
    syn_area_um2 1690 \
    power_frac_seq 0 \
    cellPowerDensity_nw_per_um2 249 \
    vdd_drop_max_mv 0.0861 \
    maxCapViolCount 0 \
    grt_pass1_vias 2470 \
    area_delta_synth_final_pct 137 \
    path_common_cell "buf_6" \
    critPathCaptureType "primary output" \
    avgSynthCellArea_um2 7.10 \
    chipHeight_um 120 \
    dpl_worst_slack_ns -1.17 \
    die_w_um 120 \
    start_kind "input pin" \
    combinationalPowerShare 1.000 \
    crit_buf_inv 5 \
    drt_wl_total_mm 8.04 \
    clockPowerShare 0 \
    antenna_left 0 \
    grt_pass1_wl_mm 12.4 \
    drc 0 \
    yosys_cells 238 \
    max_stage_delay_ns 0.35 \
    chip_area_um2 14400 \
    grt-ovfl-total 0 \
    slew-limit-headroom 0.774 \
    gp_congestion 0.852 \
    nFillCells 863 \
    n_antenna_cell 0 \
    path_cells "buf_12 > clkinv_8 > ha_4 > nand3b_1 > buf_6 > xnor2_4 > buf_6 > nor2_4 > o32a_4 > o31ai_2 > buf_2" \
    ys.warnings.count 1 \
    ys_seq_frac 0 \
    fp_util 0.173 \
    startpoint "addr[1]" \
    clock.fmax_mhz 407 \
    hold_path.startpoint "addr[5]" \
    io_pins 64 \
    tool_warnings 70 \
    setup_slack_ns -0.260 \
    cp_top_family "buffers and inverters" \
    yosysUniqueCellTypes 56 \
    rows 36 \
    swShare 0.464 \
    drv_slew 0 \
    grt_max_degree 25 \
    core-area_um2 9770 \
    synthCells 238 \
    cp_max_fo 4 \
    grtUsageTotal 0.0989 \
    slowest_stage "o32a_4" \
    min_period_ns 2.46 \
    hold_depth 5 \
    port_buffers 38 \
    flops 0 \
    fin_crit_sh 1.12 \
    violations "negative setup slack" \
    status "finished, violations left" \
    yosysTopAreaCell "ha_1" \
    layout.cells.non_filler 519 \
    yosys-stat-area_um2 1690 \
    register_area_um2 0 \
    p_int_uw 535 \
    clkbuf_count 0 \
    critPathRequiredTime_ns 1.76 \
    finalHoldViolCount 0 \
    worstMarginPinSlew_ns 0.339 \
    synthTopCellsByArea "ha_1 (11%), nand2_1 (6.4%), xnor2_2 (5.8%)" \
    dp_cells 469 \
    p_leak_uw 0.00161 \
    wire_per_inst_um 15.5 \
    whs_ns 1.45 \
    hp-class "in2out" \
    vias 2454 \
    finalPower_uw 998 \
    holdPathEnd "dat_out[30]" \
    vias_per_cell 4.73 \
]
## metal layers
| metal | wire length [µm] | track usage |
|---|---|---|
| met1 | 3620 | 0.135 |
| met2 | 3900 | 0.170 |
| met3 | 466 | 0.0143 |
| met4 | 52 | 0.00452 |
| met5 | 0 | 0 |
## stage by stage
step	area, µm²	TNS (ns)	utilization
3_3_place_gp	2750	-29.89	0.281
6_report	4000	-2.21	0.409
4_1_cts	3640	-2.26	0.372
5_1_grt	4000	-4.06	0.409
2_1_floorplan	1690	0	-
3_5_place_dp	2750	-30.60	0.281
## cells by family (layout without fill, tap and decap cells)
kind of cell	after synthesis	in the layout	share of synthesized area
simple gates	92	92	0.279
compound gates	80	80	0.351
buf+inv	29	177	0.0881
xor+xnor	19	19	0.152
fa+ha+maj	15	15	0.111
mux	3	3	0.0185
## worst max-delay path by stage
stage | end | cells past startpoint | slack [ns]
after CTS | dat_out[20] | 11 | -0.21
after global routing | dat_out[2] | 10 | -0.34
final | dat_out[0] | 11 | -0.26
## tightest hold or removal path, stage by stage
cell and delay (ns):
buf_2 0.17, buf_6 0.18, nand2_1 0.06, o21ai_1 0.06, clkbuf_2 0.09
## area by class of cell
class | instances | area, µm² | area share
inverter | 8 | 45.0 | 0.0113
multi-input combinational | 209 | 2340 | 0.584
tap | 133 | 166 | 0.0416
timing repair buffer | 169 | 1450 | 0.363
## power by group through the flow
stage         clock network [µW]  registers (µW)  logic, µW
CTS                            0               0        858
global route                   0               0       1060
finish                         0               0        998
## cell usage in the layout, fill, tap and decap left out, types with 3 or more instances in the layout
master	synthesis	routed
nor2_1	19	12
o21ai_1	1	8
o22ai_2	0	4
nand2_1	29	24
dlygate4sd2_1	0	3
o22ai_1	7	3
clkbuf_2	0	5
nand3_4	0	3
a21oi_2	0	8
xor2_4	1	5
inv_2	0	3
buf_12	0	3
a31oi_1	8	6
nand3b_1	4	4
nor2_4	0	7
buf_8	0	4
nand2_2	1	5
buf_6	3	49
nand4_1	6	6
ha_4	0	13
nor3b_2	0	3
and3_4	0	4
buf_4	2	77
buf_2	8	26
a22oi_2	0	7
nand3_1	11	6
xnor2_4	1	9
o21ai_2	1	5
o211ai_1	4	4
inv_1	8	3
## what timing repair did
item / 4_1_cts / 5_1_grt
buffers inserted: 37 / 19
endpoints found under the setup margin: 32 / 30
resized: 251 / 85
pin swaps: 60 / 52
hold buffers: 0 / 0
hold endpoints to repair: 0 / 0
gates cloned: 2 / 0
Power figures rest on the tool's default switching activity, not on a simulated workload.
